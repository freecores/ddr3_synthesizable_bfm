### /design/flow/run.sh
#!/bin/bash
# OpenROAD 26Q1-2900-gdf79404cd8, Yosys 0.63+post, stock flow scripts
make -C /OpenROAD-flow-scripts/flow DESIGN_CONFIG=/design/flow/config.mk WORK_HOME=/design/flow/orfs finish
### /design/flow/design.v
module my_iddrx8(
input wire 			clk,
input wire 	[7:0]	io,
output reg [7:0] d0,
output reg [7:0] d1
);
reg[7:0] dp0;
reg[7:0] dn0;
always@(posedge clk)
begin
	dp0<=io;
end
always@(negedge clk)
begin
	dn0=io;
end
always@(posedge clk)
begin
	d0<=dp0;
	d1<=dn0;
end
endmodule
### /design/flow/constraint.sdc
current_design my_iddrx8

set clk_period 1.0
set clk_io_pct 0.2

create_clock -name clk0 -period $clk_period [get_ports {clk}]

set non_clock_inputs [all_inputs -no_clocks]
set_input_delay [expr $clk_period * $clk_io_pct] -clock clk0 $non_clock_inputs
set_output_delay [expr $clk_period * $clk_io_pct] -clock clk0 [all_outputs]
### /design/flow/config.mk
export PLATFORM = sky130hd
export DESIGN_NAME = my_iddrx8
export DESIGN_NICKNAME = my_iddrx8
export VERILOG_FILES = /design/flow/design.v
export SDC_FILE = /design/flow/constraint.sdc
export NUM_CORES = 4
export LEC_CHECK = 1
export CORE_AREA = 10 10 74 74
export DIE_AREA = 0 0 84 84
==> flow_summary.rst <==
Implementation results
======================

.. list-table::
   :header-rows: 1

   * - Metric
     - Value
   * - Die Span X
     - 84 um
   * - Number of standard cells in the final layout excluding fillers
     - 119
   * - Maximum number of pins on one net before global-route repair
     - 9
   * - Final core utilization
     - 0.261
   * - Initial cell density of the core
     - 0.162
   * - Slowest cell delay on critical path
     - 0.30 ns
   * - Final worst-path cycle share
     - 0.950
   * - Total via count after detailed routing
     - 320
   * - H-tree level count
     - 2
   * - Insertion delay to the later sink of the worst-skew pair
     - 0.32 ns
   * - Final setup violating endpoints
     - 0
   * - Clk slew on worst S/H paths
     - 0.05 ns
   * - Sequential share of power
     - 0.579
   * - Total power per unit cell area
     - 2270 nW/um2
   * - Min Clock Period, post-route
     - 0.950 ns
   * - Number of violations reported at the end of detailed-routing iteration 0
     - 5
   * - Total of hold buffers inserted after clock tree synthesis
     - 0
   * - Max-cap viol count
     - 0
   * - Chip Area, Yosys
     - 644 um2
   * - Cells after synthesis
     - 33
   * - Transition at the pin with the smallest max-transition slack
     - 0.0825 ns
   * - Clock skew
     - 0.0573 ns
   * - Upper clock frequency limit
     - 1.05 GHz
   * - Number of warnings reported in the yosys synthesis log
     - 1
   * - Largest fanout on the critical path
     - 1
   * - Tally of OpenROAD warnings
     - 33
   * - Diode insertion count for antenna repair
     - 0
   * - Placement Cell Area
     - 947 um2
   * - Part of the total power dissipated in the clock network
     - 0.388
   * - Max clock buf depth
     - 2
   * - GP Congestion
     - 0.654
   * - Max-slew violation count
     - 0
   * - Number of iterations in the first detailed-routing pass
     - 2
   * - Area of all placed cells without fillers
     - 1040 um2
   * - Switching part of the total
     - 0.192
   * - Total count of hold-check failures in the final report
     - 0
   * - Fill cell instance count of the final layout
     - 403
   * - Total global routing track utilization
     - 0.0289
   * - Area enclosed by the die boundary
     - 7060 um2
   * - Sequential area share after synthesis
     - 0.994
   * - Worst slew margin
     - 0.945
   * - I/O pins
     - 25
   * - Fraction of layout cells with a size suffix above 1
     - 0.0870
   * - Mean instance size in the synthesized netlist
     - 19.5 um2
   * - Tally of unique sky130hd cells used after synthesis
     - 2
   * - Via count normalized by instance count
     - 2.69
   * - Area grow syn2layout
     - 61.0%
   * - GRT Residual Overflow
     - 0
   * - Final worst hold slack
     - 0.323 ns
   * - Storage cell area
     - 641 um2
   * - Data required, critical path
     - 0.80 ns
   * - Average wire per cell in the routed design
     - 8.72 um
   * - Number of buffers added on ports
     - 24
   * - Kind of end point of the critical path
     - primary output
   * - Worst-path cell with the longest stage delay
     - sky130_fd_sc_hd__dfxtp_1
   * - Placeable core region
     - 3970 um2
   * - Cells in synth_stat.txt
     - 33
   * - Family of cells with the greatest summed delay on the critical path
     - flip-flops
   * - Status
     - completed
   * - Total instance count after detailed placement
     - 107
   * - TritonCTS buffer count
     - 5
   * - Switching power
     - 0.451 mW
   * - Internal power
     - 1.90 mW
   * - Number of antenna-violating nets in the routed design
     - 0
   * - Arrival time at the worst endpoint
     - 0.75 ns
   * - Count of unresolved DRC violations after routing
     - 0
   * - CTS root buffer
     - sky130_fd_sc_hd__clkbuf_8
   * - Number of global-route vias before repair
     - 314
   * - Wire length of the first global-routing pass
     - 1.48 mm
   * - Combined area of all synthesized cells
     - 644 um2
   * - Combinational gate count
     - 0
   * - Path category of the worst min-delay check
     - flip-flop to flip-flop
   * - Floorplan row count
     - 23
   * - Unrepaired setup endpoints after global routing
     - no
   * - Standby leakage power
     - 0.452 nW
   * - Antenna violations before repair
     - 0
   * - Synth Register Bits
     - 32
   * - Crit path buf inv count
     - 1
   * - Die outline height
     - 84 um
   * - Ordered list of cells on the worst path
     - clkdlybuf4s15_1
   * - Clock Sinks
     - 32
   * - CP startpoint kind
     - flip-flop
   * - Total Routed Length
     - 1.04 mm
   * - CTS tree
     - yes
   * - Footprint of the multi-input gates
     - 0 um2
   * - Worst Path Class, Setup
     - flip-flop to primary output
   * - Worst vdd ir
     - 753 uV
   * - Internal reg-to-reg setup slack
     - 0.06 ns
   * - Comb pwr share
     - 0.033
==> cells by family (layout without fill, tap and decap cells) <==
kind of cell  count (synthesis)  in the layout  share of synthesized area
buf+inv                       1             37                    0.00582
flops                        32             32                      0.994
==> flip-flops by register name (all words and copies together), names as in the netlist <==
register,count
dn0,8
d0,8
dp0,8
d1,8
==> placed cells by master, fill, tap and decap left out <==
master	n
sky130_fd_sc_hd__clkdlybuf4s15_1	15
sky130_fd_sc_hd__clkdlybuf4s50_1	8
sky130_fd_sc_hd__clkbuf_2	1
sky130_fd_sc_hd__inv_1	8
sky130_fd_sc_hd__clkbuf_8	5
sky130_fd_sc_hd__dfxtp_1	32
==> power by group through the flow <==
| stage | Combinational (mW) | Sequential, mW | Clock, mW |
|---|---|---|---|
| CTS | 0.0801 | 1.36 | 0.935 |
| finish | 0.0776 | 1.36 | 0.912 |
| global route | 0.0847 | 1.37 | 1.02 |
==> synthesized netlist by cell type <==
master / count / area share
sky130_fd_sc_hd__dfxtp_1: 32 / 0.99
sky130_fd_sc_hd__inv_1: 1 / 0.0058
==> final timing paths <==
check	from	to	depth (start not counted)
worst max-delay path	d0[7]	d0[7]	1
worst min register to register	dp0[7]	d0[7]	0
worst min-delay path	dp0[7]	d0[7]	0
worst max register to register	dn0[7]	d1[7]	0
==> timing repair <==
item                       in CTS  in global routing
buffers inserted                0                  0
hold endpoints to repair        0                  0
setup endpoints to repair      16                  5
resized                        28                  5
==> layout make-up <==
cell class            instances  share of cell area
Sequential cell              32               0.618
Timing Repair Buffer         24               0.227
Clock buffer                  5              0.0663
Clock inverter                8              0.0290
Tap cell                     50              0.0603
==> per-stage QoR <==
step / setup WS (ns) / setup TNS [ns] / power (mW)
after CTS: 0.00136 / 0 / 2.38
after global routing: 0.00293 / 0 / 2.47
after detailed placement: -0.266 / -2.00 / 1.54
after global placement: -0.240 / -1.91 / 1.54
final: 0.0499 / 0 / 2.35
after floorplan: 0.120 / 0 / 1.43
==> layer usage <==
metal,vias up,global-route usage,wire length [um]
met2,18,0.0516,506
met5,-,0,0
met3,4,0.0354,192
li1,172,-,-
met4,0,0.00609,23
met1,126,0.0167,316
Power figures rest on the tool's default switching activity, not on a simulated workload.
